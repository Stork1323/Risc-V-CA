## design/flow/design.v

```verilog
module DMEM(  
	input logic [31:0] addr_i, dataW_i,
	input logic MemRW_i,
	input logic clk_i,
	input logic rst_ni,
	output logic [31:0] dataR_o
	);
	logic [31:0] mem [512];  
	always_ff @(posedge clk_i) begin
		if (MemRW_i) mem[addr_i] <= dataW_i;
	end
	assign dataR_o = (rst_ni == 1'b0) ? 32'b0 : mem[addr_i];
endmodule
```

## design/flow/run.sh

```bash
#!/bin/bash
# OpenROAD 26Q1-2900-gdf79404cd8, Yosys 0.63+post, stock flow scripts
make -C /OpenROAD-flow-scripts/flow DESIGN_CONFIG=/design/flow/config.mk WORK_HOME=/design/flow/orfs finish
```

## design/flow/config.mk

```make
export PLATFORM = sky130hd
export DESIGN_NAME = DMEM
export DESIGN_NICKNAME = DMEM
export VERILOG_FILES = /design/flow/design.v
export SDC_FILE = /design/flow/constraint.sdc
export NUM_CORES = 4
export LEC_CHECK = 1
export CORE_UTILIZATION = 50
export SYNTH_MEMORY_MAX_BITS = 65536
```

## design/flow/constraint.sdc

```tcl
current_design DMEM

set clk_period 166.3
set clk_io_pct 0.2

create_clock -name clk0 -period $clk_period [get_ports {clk_i}]

set non_clock_inputs [all_inputs -no_clocks]
set_input_delay [expr $clk_period * $clk_io_pct] -clock clk0 $non_clock_inputs
set_output_delay [expr $clk_period * $clk_io_pct] -clock clk0 [all_outputs]
```

==> results.txt <==
flow finished, numbers: post-CTS sizing=0, Final Worst Setup Slack=90.65 ns, Slowest-stage cell, CP=buf_4, H-tree depth=7, max FFs per register=16,400, CP Max Fanout=32, FP Util=50.1%, design area=0.712 mm², Post-synth ARST share=0%, max_slew headroom=7.23%, slowest stage delay, CP=0.65 ns, number of global-route vias before repair=335,000, Top FF cell, synth=edfxtp_1, most frequent logic cells in the routed design=edfxtp_1 (16,400), mux4_2 (3,223), mux2i_1 (2,027), register area share after synthesis=78.8%, clock sinks=16,400, cells after synthesis=28,400, Worst EP required=133.04 ns, fillcell total=87,800, vias=309,000, Post-DP HPWL=1170 mm, Final period util=45.5%, RSZ-0062 raised after global routing=false, setup TNS=0 ns, Final setup viols=0, hold depth=1, met1 WL=513 mm, first-pass GRT wire length=2650 mm, gr usage total=35.2%, dpl ws=90.57 ns, Avg Cell Area, Syn=22.0 µm², chip area estimate from yosys synthesis=0.625 mm², Slew Limit Fails=0, critical path's most frequent cell=buf_4, CP Depth=17, via/cell ratio=6.36, PD cells=12.0 mW/mm², Yosys Warn Count=1, WL met2=838 mm, cells along the critical path=buf_16 -> buf_4 -> buf_4 -> buf_4 -> buf_4 -> buf_4 -> buf_4 -> buf_4 -> buf_4 -> buf_4 -> mux4_2 -> mux2i_1 -> o22ai_1 -> o21a_1 -> a2111o_1 -> o41a_1 -> clkdlybuf4s50_1, Clock transition at path regs=0.06 ns, library cells used by synthesis=72, count of tool warnings=67, uppermost layer routed=met5, largest net degree at the start of global routing=113, Biggest register=mem, status=complete, no violations, Netlist Area Pre-Place=0.625 mm², 1st-iter DRT viols=22,000, WP buf/inv=11, maximum clock rate=13.2 MHz, antenna violations before repair=175, postcts setup bufs=0, antenna violation net count after detailed routing=0, CTS root buf=clkbuf_16, DIE WIDTH=1.12 mm, most instantiated logic cell after routing=edfxtp_1, CTS buffer count=1,687, max cap viols=0, die area=1.25 mm², Slew @ Worst Pin=1.38 ns, Post-synth EDFFs=16,400, Critical Path AT=42.39 ns, I/O pin cnt=99, fin crit period=75.65 ns, Routed WL per cell=39.8 µm, final hold vios=0, Pre-Repair DR Iteration Count=6, # port buffers=75, Yosys reg bits=16,400, GP Congestion=0.994, CTS tree=done, total gr overflow=0, CTS Buffer Depth=6, hold_buf cts=0, # DRC=0, Peak supply drop=0.0000110 V, LEAKAGE=224 nW, layout cells sized above 1=26.3%, final WL=1940 mm, crit end category=output port, worst min-delay path class=in -> reg, placed instance area=0.658 mm², cells in synth_stat.txt=28,400, row count=410, Critical Path Source Type=input port, synthesis-to-finish area growth=13.9%, family with the most delay on the worst path=buffers and inverters, WL met3=454 mm, worst setup path class=in -> out, biggest regs=mem (16384), Core Region=1.25 mm², Die H=1.12 mm
[stage by stage]
stage	instances	hold slack [ns]	util (%)	power [mW]
floorplan	28400	33.36	-	4.82
global placement	45200	33.66	52.8	5.03
detailed placement	45200	33.66	52.8	5.04
CTS	48100	32.22	57.0	8.60
global route	48600	32.30	57.1	8.78
finish	48700	32.30	57.1	8.56
[cell families after synthesis]
| logic type | synth area share [%] |
|---|---|
| AOI/OAI and AO/OA | 3.38 |
| muxes | 15.2 |
| DFF | 78.8 |
| and+or+nand+nor | 1.35 |
| buffers and inverters | 1.28 |
[report_power, final]
group | total [mW] | switching (mW) | internal (mW)
logic | 0.409 | 0.281 | 0.127
registers | 4.55 | 0.000996 | 4.55
clock network | 3.60 | 1.53 | 2.07
[routing by layer]
layer / global-route usage, % / vias up
met2: 45.0 / 24600
met5: 9.98 / -
met4: 15.6 / 224
li1: - / 126000
met3: 34.9 / 3847
met1: 38.2 / 155000
[final timing paths]
path	from	slack (ns)	end
setup / recovery	addr_i[0]	90.65	dataR_o[1]
hold / removal	dataW_i[24]	32.30	mem[75][24]
[Yosys cell counts (31+ instances only)]
cell	count	share of area [%]
buf_2	684	0.55
buf_6	35	0.063
a221oi_1	88	0.12
nor3_1	69	0.055
clkbuf_1	661	0.40
o211ai_1	150	0.18
nor4_1	121	0.12
nand3_1	281	0.23
a22oi_1	890	1.1
buf_4	109	0.13
nand2_1	307	0.18
a31oi_1	112	0.11
or4_1	51	0.061
a211oi_1	68	0.082
mux2i_1	2027	3.2
o21a_1	34	0.041
o22ai_1	607	0.61
mux4_2	3223	12
a22o_1	110	0.15
nand4_1	102	0.10
buf_1	187	0.11
a32oi_1	47	0.066
and3_1	82	0.082
a21oi_1	389	0.31
edfxtp_1	16400	79
mux2_2	205	0.37
o2111ai_1	32	0.045
a41o_1	31	0.050
nor2_1	585	0.35
inv_1	36	0.022
o21ai_0	401	0.32
[final cells by class]
type | instances | area, µm² | area share (%)
clock inverters | 879 | 7740 | 1.09
well taps | 16500 | 20600 | 2.90
inverters | 37 | 155 | 0.0218
diodes | 538 | 1350 | 0.189
repair buffers | 1977 | 15800 | 2.22
flip-flops and latches | 16400 | 492000 | 69.1
clock buffers | 2091 | 44100 | 6.20
multi-input cells | 10300 | 130000 | 18.2
Power is estimated from default activity; no workload was simulated.
